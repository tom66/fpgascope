`design/flow/design.v`:
```
module sample_ram(
	clk, 			 
	addr,	 		 
	wr_en, 		 
	rd_en, 		 
	data_rd,		 
	data_wr		 
);
parameter n_entries = 1024;
parameter bit_width = 14;
output reg [bit_width - 1:0] data_rd;
input [bit_width - 1:0] data_wr;
input clk, addr, wr_en, rd_en;
reg [bit_width-1:0] sample_blockram[n_entries - 1:0];
always @(negedge clk) begin
	if ((wr_en == 1 && rd_en == 1) || (wr_en == 0 && rd_en == 0)) begin
		data_rd = 0;
	end else if (wr_en == 1) begin
		sample_blockram[addr] <= data_wr;
		data_rd = 0;
	end else begin
		data_rd = sample_blockram[addr];
	end;
end
endmodule
```
`design/flow/run.sh`:
```
#!/bin/bash
# OpenROAD 26Q1-2900-gdf79404cd8, Yosys 0.63+post, stock flow scripts
make -C /OpenROAD-flow-scripts/flow DESIGN_CONFIG=/design/flow/config.mk WORK_HOME=/design/flow/orfs finish
```
`design/flow/config.mk`:
```
export PLATFORM = sky130hd
export DESIGN_NAME = sample_ram
export DESIGN_NICKNAME = sample_ram
export VERILOG_FILES = /design/flow/design.v
export SDC_FILE = /design/flow/constraint.sdc
export NUM_CORES = 4
export LEC_CHECK = 1
export CORE_UTILIZATION = 40
export SYNTH_MEMORY_MAX_BITS = 65536
```
`design/flow/constraint.sdc`:
```
current_design sample_ram

set clk_period 3.8
set clk_io_pct 0.2

create_clock -name clk0 -period $clk_period [get_ports {clk}]

set non_clock_inputs [all_inputs -no_clocks]
set_input_delay [expr $clk_period * $clk_io_pct] -clock clk0 $non_clock_inputs
set_output_delay [expr $clk_period * $clk_io_pct] -clock clk0 [all_outputs]
```
==> results.rst <==
Flow metrics
------------

.. list-table::
   :header-rows: 1

   * - Metric
     - Value
   * - Run status
     - finished clean
   * - Share of Yosys cell area claimed by the top area cell type
     - 61.0%
   * - Number of iterations in the first detailed-routing pass
     - 3
   * - WP data required
     - 3040 ps
   * - Inst Count DP
     - 156
   * - Maximum vdd ir drop
     - 0.283 mV
   * - Largest stage delay on the critical path
     - 280 ps
   * - Synthesis Warnings
     - 1
   * - Most frequent cell after synthesis
     - edfxtp_1
   * - Post-synth tally of flip-flops with integrated enable
     - 28
   * - Chain of cells forming the critical path
     - dlygate4sd2_1
   * - Number of library cell types mapped by synthesis
     - 11
   * - Clk Latency, worst-skew pair
     - 390 ps
   * - Clock-pin transition on the worst setup and hold timing paths
     - 40 ps
   * - Final-report setup violation count
     - 0
   * - Row count
     - 20
   * - Number of pins exceeding their max-slew limit in the final report
     - 0
   * - Average vias per placed instance
     - 4.06
   * - Core Density at Floorplan
     - 43.7%
   * - Total grt overflow
     - 0
   * - HPWL after detailed placement
     - 1300 µm
   * - Main area contributors
     - edfxtp_1 (61%), dfxtp_1 (20%), mux2i_1 (10%)
   * - Most common reg cell
     - edfxtp_1
   * - Arrival time worst endpoint
     - 2810 ps
   * - Highest fanout seen on the critical path
     - 1
   * - Core utilization of the finished layout
     - 62.3%
   * - Share of synthesized area occupied by flip-flops and latches
     - 81.4%
   * - Detailed-route DRC error count
     - 0
   * - Count of port buffers added during placement
     - 31
   * - Maximum clock path buffer count
     - 2
   * - Cell leakage power
     - 0.961 nW
   * - Type of the worst setup path
     - reg -> out
   * - Setup total negative slack
     - 0 ps
   * - Core Box Area
     - 3150 µm²
   * - Average detailed-routed wire length per instance
     - 9.50 µm
   * - Tally of nets with antenna violations remaining after routing
     - 0
   * - Die outline area
     - 3680 µm²
   * - Setup repair after global routing missed its margin
     - no
   * - Count of inserted antenna diode cells
     - 0
   * - Pin count of the biggest net entering global routing
     - 15
   * - Critical-path top delay cell
     - dfxtp_1
   * - Number of filler instances in the final layout
     - 250
   * - Async S/R FF share, synth
     - 0%
   * - Family of cells with the greatest summed delay on the critical path
     - flip-flops
   * - Library cell occupying the most area in the post-synthesis netlist
     - edfxtp_1
   * - Drt total wl
     - 1940 µm
   * - Post-synthesis instance area
     - 1380 µm²
   * - Multi-input gate area in the final layout
     - 228 µm²
   * - Final setup skew
     - 6.91 ps
   * - TritonCTS clock tree
     - done
   * - Tally of OpenROAD warnings
     - 67
   * - Starting DRT DRC Count
     - 28
   * - Relative slew slack
     - 86.5%
   * - Master cell of the clock root buffer
     - clkbuf_4
   * - Number of antenna violations at the first check in global routing
     - 0
   * - Synthesized flop and latch total
     - 42
   * - Average cell area after synthesis
     - 17.9 µm²
   * - Global Route Usage Sum
     - 12.9%
   * - Hold Vio Cnt, Final
     - 0
   * - Via count of the first global-routing pass
     - 845
   * - Buf+Inv Stages, Crit Path
     - 1
   * - Power density relative to cell area
     - 467 nW/µm²
   * - Number of violations of the max-capacitance limit
     - 0
   * - Storage cell area
     - 1120 µm²
   * - Number of non-filler instances in the completed layout
     - 204
   * - Most common library cells after synthesis
     - edfxtp_1 (28), dfxtp_1 (14), mux2i_1 (14), nor2_1 (14)
   * - Synth-to-Final Area Change
     - 42.6%
   * - Clock buffer count from CTS
     - 5
   * - CTS HTree Levels
     - 2
   * - Launching element type of the critical path
     - flip-flop
   * - Boundary Pins
     - 32
   * - Least-Margin Pin Slew
     - 201 ps
   * - CP Capture Type
     - primary output
   * - Share of final-layout standard cells stronger than drive strength 1
     - 8.75%
   * - YS chip area
     - 1380 µm²
   * - Wire length of the first global-routing pass
     - 3150 µm
   * - Height of the die
     - 60.7 µm
   * - Sink count of the clock tree
     - 42
   * - Kind of path behind the tightest hold check
     - reg -> reg
   * - GP Congestion
     - 0.763
   * - DR vias
     - 828
   * - X dimension of the die
     - 60.7 µm
   * - Gate count after technology mapping
     - 77
   * - Number of cells in Yosys stat
     - 77
## worst reg2reg max path, cell delays in order (launching register included)
cell,delay [ps]
edfxtp_1,350
mux2i_1,150
nor2_1,60
## cells in the final DEF (no fill, tap or decap)
master,instances
dlygate4sd2_1,14
buf_12,1
clkbuf_4,5
buf_4,6
inv_1,44
nand2b_1,1
edfxtp_1,28
mux2i_1,14
dfxtp_1,14
nor2_1,14
nor3b_4,1
clkdlybuf4s50_1,17
and3b_2,1
## path summary, 6_finish.rpt
kind	startpoint	end	slack, ps	depth (start not counted)
setup reg to reg	sample_blockram[1][2]$_DFFE_NP_	data_rd[2]$_SDFF_NP0_	3140	2
hold / removal	sample_blockram[0][9]$_DFFE_NP_	data_rd[9]$_SDFF_NP0_	470	2
hold reg to reg	sample_blockram[0][9]$_DFFE_NP_	data_rd[9]$_SDFF_NP0_	470	2
setup / recovery	data_rd[13]$_SDFF_NP0_	data_rd[13]	230	1
## cells by family after synthesis
family | Yosys count | share of synthesized area [%]
AND/OR/NAND/NOR | 17 | 5.54
flip-flops | 42 | 81.4
multiplexers | 14 | 10.2
buffers and inverters | 4 | 2.91
## metal layers
metal	part of all wire [%]	routed length [µm]	track usage, %
met5	0	0	0
met4	1.8	34	6.82
met3	6.3	123	9.29
met2	53	1030	19.2
met1	39	751	13.8
## final cells by class
type                    instances  area share (%)
flip-flops and latches         42            57.1
clock buffers                   5            1.91
clock inverters                44            8.41
multi-input cells              31            11.6
repair buffers                 38            18.2
well taps                      44            2.80
## sequential cells by signal, indices dropped and copies added (netlist names)
name,count
sample_blockram,28
data_rd,14
## power breakdown
| group | internal [W] | switching (W) | leakage, nW |
|---|---|---|---|
| combinational | 0.0000359 | 0.0000209 | 0.331 |
| sequential | 0.000512 | 0.00000418 | 0.372 |
| clock | 0.000121 | 0.000223 | 0.257 |
## what timing repair did
action	in CTS	in global routing
resized	14	0
setup buffers	0	0
setup endpoints to repair	14	0
hold buffers	0	0
## metrics by stage
stage	cell area (µm²)	total power [W]	setup slack [ps]	hold WS (ps)
detailed placement	1780	0.000654	-130	467
finish	1960	0.000917	230	469
global placement	1780	0.000654	-117	460
global route	1960	0.000998	161	489
CTS	1960	0.000943	202	472
floorplan	1390	0.000614	19.5	453
No activity file was given, so power comes from the tool's default toggle rates.
