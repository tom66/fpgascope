==> ./design.v <==
module vga_charram(
	clk_a, 			 
	addr_a,	 		 
	wr_en_a, 		 
	data_wr_a,		 
	clk_b, 			 
	addr_b,	 		 
	data_rd_b		 
);
parameter n_entries = 2400;
parameter bit_width = 7;
parameter addr_width = 12;
input [bit_width - 1:0] data_wr_a;
input [addr_width - 1:0] addr_a;
input clk_a, wr_en_a;
output reg [bit_width - 1:0] data_rd_b;
input [addr_width - 1:0] addr_b;
input clk_b;
reg [bit_width-1:0] char_blockram[n_entries - 1:0];
always @(negedge clk_a) begin
	if (wr_en_a == 1) begin
		char_blockram[addr_a] <= data_wr_a;
	end
end
always @(negedge clk_b) begin
	data_rd_b <= char_blockram[addr_b];
end
endmodule
==> ./run.sh <==
#!/bin/bash
# OpenROAD 26Q1-2900-gdf79404cd8, Yosys 0.63+post, stock flow scripts
make -C /OpenROAD-flow-scripts/flow DESIGN_CONFIG=/design/flow/config.mk WORK_HOME=/design/flow/orfs finish
==> ./config.mk <==
export PLATFORM = sky130hd
export DESIGN_NAME = vga_charram
export DESIGN_NICKNAME = vga_charram
export VERILOG_FILES = /design/flow/design.v
export SDC_FILE = /design/flow/constraint.sdc
export NUM_CORES = 4
export LEC_CHECK = 1
export CORE_UTILIZATION = 40
export SYNTH_MEMORY_MAX_BITS = 65536
==> ./constraint.sdc <==
current_design vga_charram

set clk_period 5.9
set clk_io_pct 0.2

create_clock -name clk0 -period $clk_period [get_ports {clk_a}]
create_clock -name clk1 -period $clk_period [get_ports {clk_b}]

set non_clock_inputs [all_inputs -no_clocks]
set_input_delay [expr $clk_period * $clk_io_pct] -clock clk0 $non_clock_inputs
set_output_delay [expr $clk_period * $clk_io_pct] -clock clk0 [all_outputs]
==> flow_summary.json <==
{
  "status": "finished with violations",
  "failed_checks": "antenna violations, negative setup slack",
  "hold_path_class": "reg2reg",
  "number_of_cell_instances_after_yosys_synthesis": 31400,
  "gr-total-overflow": 0,
  "critical_path.cell_chain": "buf_16 > buf_12 > buf_12 > buf_16 > buf_4 > buf_12 > mux4_1 > a22oi_1 > a21oi_1 > buf_4 > or4_1 > o22ai_4 > buf_4 > a2111oi_0 > buf_4 > a211oi_4 > buf_12 > a41oi_4 > nand3b_1",
  "grt_usage_pct": 31.3,
  "seq_area_frac_synth_pct": 76.9,
  "vias": 415000,
  "antenna_found_initial": 215,
  "critPathMaxStageDelay_ns": 0.73,
  "lay_top_cells": "inv_1, edfxtp_1, buf_4, mux4_2, nor2_1",
  "synth_chip_area_um2": 656000,
  "ant_nets": 2,
  "timing.critical_path.from": "addr_b[0]",
  "setup.worst_path.start_class": "primary input",
  "gp_congestion": 0.990,
  "hold_path_startpoint": "char_blockram[2375][0]",
  "drt_first_iter_violations": 29200,
  "detailedRoute.firstPassIterationCount": 6,
  "fp-utilization_pct": 40.1,
  "cp_max_fo": 8,
  "worst-slew-pin-transition_ns": 1.27,
  "grt_pass1_vias": 475000,
  "clk_pin_slew_worst_paths_ns": 0.05,
  "mappedNetlistArea_um2": 656000,
  "drive_above_1_share_pct": 25.4,
  "avgRoutedWirePerCell_um": 29.7,
  "share_of_synthesized_registers_carrying_an_async_set_or_reset_pct": 0,
  "rsz0062_at_grt": "true",
  "final-hold-violation-count": 0,
  "r2r_setup_slack_ns": 0.62,
  "worst_setup_path_endpoint": "data_rd_b[4]",
  "floorplan_core_area_um2": 1640000,
  "dieArea_um2": 1650000,
  "static-leakage-power_uw": 0.358,
  "rows": 470,
  "startpoint_of_the_worst_register_to_register_path": "char_blockram[568][4]",
  "grt_start_max_net_pins": 129,
  "worst_ep_required_time_ns": 3.17,
  "drcViolationCount": 0,
  "routed_via_density": 5.27,
  "grt_pass1_wl_um": 3220000,
  "count_of_flip_flops_with_a_built_in_enable_after_synthesis": 16800,
  "ir_worst_vdd_mv": 0.287,
  "drv_slew": 0,
  "chipHeight_um": 1280,
  "postLayoutCoreUtil_pct": 53.3,
  "syn-mean-instance-area_um2": 20.9,
  "cts_tree": "done",
  "cap_violations": 0,
  "tool_warnings": 1132,
  "ctsHoldBuffers": 0,
  "pre_cts_ws_ns": -3.54,
  "postSynthCellCount": 31400,
  "slew_headroom_pct": 15.0,
  "layout_top_cell": "inv_1",
  "crit_family": "buffers and inverters",
  "crit_path_top_delay_cell": "a211oi_4",
  "timing.final.ws_setup_ns": -2.68,
  "drt_wl_total_um": 2340000,
  "reg2reg_depth": 11,
  "type_of_element_capturing_the_critical_path": "register",
  "power.density_nw_per_um2": 354,
  "die_width_um": 1280,
  "critPathKind": "in2reg",
  "ios": 41,
  "setup_viol": 17,
  "yosys_warnings": 1,
  "post-dp-hpwl_um": 1560000,
  "clkSinkCount": 16800,
  "area.growth.synth_to_final_pct": 32.8,
  "reg2reg_to": "data_rd_b[4]",
  "numPortBuffers": 39,
  "timing.critical_path.buf_inv": 10,
  "crit_arrival_ns": 5.85,
  "synth_flop_count": 16800,
  "cp_num_cells": 19,
  "synth.distinct_cells": 101,
  "postSynth.topFlopCell": "edfxtp_1"
}
## worst min-delay path, stage by stage (launching register included)
cell and delay [ns]:
edfxtp_1 0.30, mux4_2 0.23, mux4_2 0.22, nor2_1 0.06
o311ai_1 0.26, nand4_1 0.13, o211ai_1 0.12
## kinds of logic (layout without fill, tap and decap cells)
kind of cell	Yosys count	count (layout)	share of synthesized area, %
muxes	5514	5514	15.4
buffers and inverters	2108	27200	2.06
other	0	489	0
AOI/OAI and AO/OA	2809	2809	2.99
DFF	16800	16800	76.9
and+or+nand+nor	4175	4175	2.63
## synthesized netlist by cell type (14+ instances only)
library cell,instances,share of area [%]
a2111oi_0,31,0.041
a211oi_1,81,0.093
a21oi_1,497,0.38
a221oi_1,55,0.073
a22o_1,32,0.043
a22oi_1,282,0.32
a311oi_1,44,0.059
a31oi_1,110,0.10
a32oi_1,32,0.043
and2_1,52,0.050
and3_1,56,0.053
buf_1,82,0.047
buf_12,55,0.17
buf_2,479,0.37
buf_4,222,0.25
buf_6,287,0.49
buf_8,94,0.22
clkbuf_1,869,0.50
edfxtp_1,16800,77
mux2_2,67,0.11
mux2i_1,1789,2.7
mux4_1,65,0.26
mux4_2,3593,12
nand2_1,728,0.42
nand2b_1,25,0.024
nand3_1,183,0.14
nand4_1,56,0.053
nor2_1,2679,1.5
nor2b_1,22,0.021
nor3_1,196,0.15
nor3b_1,14,0.016
nor4_1,49,0.047
o2111ai_1,17,0.023
o211ai_1,46,0.053
o21ai_0,278,0.21
o21ai_1,15,0.011
o221ai_1,582,0.78
o22ai_1,512,0.49
o31ai_1,25,0.029
o32ai_1,14,0.019
or2_2,15,0.014
or3_1,28,0.027
or4_1,16,0.018
## area by class of cell
type                            instances  area, um^2
Tap cell                            21700       27200
Multi-Input combinational cell      12500      143000
Inverter                               11         111
Sequential cell                     16800      505000
Clock buffer                         1843       46100
Clock inverter                      18200       77500
Antenna cell                          489        1220
Fill cell                          122000      765000
Timing Repair Buffer                 7160       71900
## through the flow
| step | hold WS [ns] | std cells | area, um^2 | TNS (ns) | total power [uW] |
|---|---|---|---|---|---|
| 3_5_place_dp | 1.32 | 57900 | 741000 | - | 167000 |
| 2_1_floorplan | 0.998 | 31400 | 659000 | -1871.04 | 157000 |
| 4_1_cts | 2.36 | 78100 | 868000 | -15.87 | 312000 |
| 3_3_place_gp | 1.31 | 57900 | 741000 | - | 166000 |
| 5_1_grt | 2.38 | 78400 | 871000 | -16.33 | 327000 |
| 6_report | 2.31 | 78700 | 872000 | -16.70 | 309000 |
## how the worst min path moves through the flow
stage	endpoint	slack, ns	cells past startpoint
final	data_rd_b[0]	2.31	6
after global routing	data_rd_b[0]	2.38	6
after CTS	data_rd_b[0]	2.36	6
## sequential cells by signal, summed over array words and instances, names as in the netlist
register	cells
char_blockram	16800
data_rd_b	7
## timing repair
action,CTS,global route
cloned,25,13
setup buffers,96,149
endpoints found under the setup margin,11,17
hold endpoints to repair,0,0
pin swaps,55,54
gates resized,365,212
## layer usage
| metal | global-route usage (%) | part of all wire (%) |
|---|---|---|
| met5 | 9.93 | 0.85 |
| met4 | 20.8 | 6.9 |
| met3 | 32.4 | 22 |
| met2 | 39.6 | 43 |
| met1 | 28.5 | 27 |
## where the power goes
part	leakage, uW	internal (uW)	switching (uW)
clock	0.120	84400	75300
combinational	0.0875	6210	10600
sequential	0.151	132000	46.2
Power is estimated from default activity; no workload was simulated.
